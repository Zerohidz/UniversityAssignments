### ./config.mk
export PLATFORM = sky130hd
export DESIGN_NAME = ECSU
export DESIGN_NICKNAME = ECSU
export VERILOG_FILES = /design/flow/design.v
export SDC_FILE = /design/flow/constraint.sdc
export NUM_CORES = 4
export LEC_CHECK = 1
export CORE_AREA = 10 10 70 70
export DIE_AREA = 0 0 80 80
### ./constraint.sdc
current_design ECSU

set clk_period 2.5
set clk_io_pct 0.2

create_clock -name clk0 -period $clk_period [get_ports {CLK}]

set non_clock_inputs [all_inputs -no_clocks]
set_input_delay [expr $clk_period * $clk_io_pct] -clock clk0 $non_clock_inputs
set_output_delay [expr $clk_period * $clk_io_pct] -clock clk0 [all_outputs]
### ./design.v
`timescale 1us / 1ps
module ECSU(
        input CLK,
        input RST,
        input thunderstorm,
        input [5:0] wind,
        input [1:0] visibility,
        input signed [7:0] temperature,
        output reg severe_weather,
        output reg emergency_landing_alert,
        output reg [1:0] ECSU_state
    );
    initial begin 
        severe_weather = 0;
        emergency_landing_alert = 0;
        ECSU_state = 2'b00;
    end
    always @(posedge CLK) begin
        if (RST) begin
            severe_weather <= 0;
            emergency_landing_alert <= 0;
            ECSU_state <= 2'b00;
        end
        else begin
            case (ECSU_state)
                2'b00: begin
                    if ((wind <= 15 & wind > 10) | visibility == 2'b01) begin
                        ECSU_state <= 2'b01;
                    end
                    else if (thunderstorm | wind > 15 | temperature > 35 | temperature < -35 | visibility == 2'b11) begin
                        ECSU_state <= 2'b10;
                    end
                end
                2'b01: begin
                    if (wind <= 10 & visibility == 2'b00) begin
                        ECSU_state <= 2'b00;
                    end
                    else if (thunderstorm | wind > 15 | temperature > 35 | temperature < -35 | visibility == 2'b11) begin
                        ECSU_state <= 2'b10;
                    end
                end
                2'b10: begin
                    if (temperature > 40 | temperature < -40 | wind > 20) begin
                        ECSU_state <= 2'b11;
                    end
                    else if (thunderstorm == 0 & wind <= 10 & temperature >= -35 & temperature <= 35 & visibility == 2'b01) begin
                        ECSU_state <= 2'b01;
                    end
                end
                default:;
            endcase
        end
    end
    always @* begin
        case (ECSU_state)
            2'b00, 2'b01: begin
                if (thunderstorm | wind > 15 | temperature > 35 | temperature < -35 | visibility == 2'b11) begin
                    severe_weather <= 1;
                end
            end
            2'b10: begin
                if (temperature > 40 | temperature < -40 | wind > 20) begin
                    emergency_landing_alert <= 1;
                end
                else if (thunderstorm == 0 & wind <= 10 & temperature >= -35 & temperature <= 35 & visibility == 2'b01) begin
                    severe_weather <= 0;
                end
            end
            default:;
        endcase
    end
endmodule
### ./run.sh
#!/bin/bash
# OpenROAD 26Q1-2900-gdf79404cd8, Yosys 0.63+post, stock flow scripts
make -C /OpenROAD-flow-scripts/flow DESIGN_CONFIG=/design/flow/config.mk WORK_HOME=/design/flow/orfs finish
==> flow_metrics.py <==
# Flow results
metrics = {
    "yosys": {
        "synth_top_cell_by_area": "dfxtp_1",
        "ys_seq_share_pct": 10.7,
        "top_cell_area_share_pct": 10.7,
        "yosys.stat.chipArea_um2": 374,
        "netlist-cell-type-count": 25,
        "ys_ff": 2,
        "flop_cell": "dfxtp_1",
        "synthArstFlopShare_pct": 0,
        "synth_area_um2": 374,
        "ys_warn_count": 4,
        "synth-edff-count": 0,
        "ys_cells": 51,
        "syn_area_per_cell_um2": 7.34,
        "synthCells": 51,
        "top_cells_by_area": "dfxtp_1 11%, ha_1 10%, nand2_1 6.0%, a21oi_1 5.4%, a31oi_1 5.0%",
    },
    "die": {
        "floorplan.core_util_pct": 11.0,
        "chipArea_um2": 6400,
        "die_w_um": 80,
        "coreArea_um2": 3420,
        "die_h_um": 80,
        "io_pins": 23,
        "row_count": 21,
    },
    "drt": {
        "insertedDiodeCount": 0,
        "post-route-drc-count": 0,
        "final_antenna_net_count": 0,
        "wl_um": 1290,
        "wl_per_cell_um": 10.8,
        "first_pass_iters": 3,
        "vias": 456,
        "drtIter0Drc": 46,
        "vias_per_cell": 3.80,
    },
    "finish": {
        "largest_register": "ECSU_state",
        "largest_reg_flops": 2,
        "drive_above_1_share_pct": 10.8,
        "n_fill_cell": 395,
        "area_delta_synth_final_pct": 73.9,
        "reg.largest.list": "ECSU_state x2",
        "instances_no_fill": 120,
        "lay_top_count": "clkdlybuf4s50_1",
        "mostFrequentLayoutCells": "20 x clkdlybuf4s50_1, 6 x nand2_1, 4 x inv_1, 4 x a21oi_1",
    },
    "job": {
        "cap_viol_max_count": 0,
        "openroad.warnings": 27,
    },
    "global_routing": {
        "grt_pass1_wl_um": 2010,
        "grt_use_total_pct": 3.86,
        "grt-ovfl-total": 0,
        "antenna_found_initial": 0,
        "grt_max_degree": 7,
        "grt_pass1_vias": 446,
    },
    "cts": {
        "ctsHoldBuffers": 0,
        "htree_levels": 1,
        "insertion_delay_ns": 0.22,
        "cts_buffers": 3,
        "cts_resized": 0,
        "cts_tree": "yes",
        "path_clk_slew_ns": 0.03,
        "cts_root_buf": "clkbuf_4",
        "cts_setup_buffers": 0,
        "cts_sinks": 2,
        "clock_path_buffers": 2,
    },
    "worst_hold_path": {
        "worstHoldStart": "ECSU_state[0]",
        "hp-class": "reg2reg",
    },
    "sta": {
        "hold_viol_final": 0,
        "drv_slew": 0,
        "final.setup.tns_ns": 0,
        "rsz0062_at_grt": "false",
        "fin_skew_ns": 0.00235,
        "worst_slack_ns": 0.264,
        "fin_crit_sh_pct": 89.4,
        "period_needed_ns": 2.24,
        "finalSetupViolations": 0,
        "max_freq_mhz": 447,
    },
    "setup_path": {
        "cp-startpoint": "temperature[6]",
        "required_ns": 2.65,
        "arrival_ns": 2.38,
        "critical-path-top-delay-family": "AND-OR/OR-AND gates",
        "critPathCaptureType": "flop",
        "worstPathMaxFanout": 6,
        "timing.rr.start": "ECSU_state[0]",
        "critPathMaxStageDelay_ns": 0.58,
        "path_cells": "clkdlybuf4s50_1 -> nor4b_2 -> a2111oi_2 -> a41oi_1 -> a41oi_2 -> a21oi_1 -> a211oi_2",
        "cp-start-kind": "primary input",
        "critical_path_class": "in2reg",
        "crit_buf_inv": 1,
        "slowest_stage": "clkdlybuf4s50_1",
    },
    "outcome": {
        "outcome": "completed",
    },
    "placement": {
        "dp_hpwl_um": 1090,
        "dpl.cell_count": 117,
        "gp_congestion": 0.796,
        "pre_cts_slack_ns": 0.0472,
        "port_buffers": 20,
    },
    "power": {
        "p_seq_share_pct": 19.3,
        "internal-power_uw": 227,
        "combPwrFrac_pct": 61.5,
        "clkPwrFrac_pct": 19.2,
        "p_per_area_nw_per_um2": 574,
        "switching_share_pct": 39.3,
        "p_switching_uw": 147,
        "ir_drop_v": 0.000210,
        "p_leak_uw": 0.000227,
    },
}
==> tightest hold or removal path, delay by kind of cell, from the launching register on <==
family / cells / cell delay [ns]
AOI/OAI and AO/OA: 1 / 0.08
and+or+nand+nor: 1 / 0.10
DFF: 1 / 0.35
==> cells in the mapped netlist (2+ instances only) <==
library cell and number:
nand2_1 6, a21oi_1 4, inv_1 4, a31oi_1 3
ha_1 3, nand2b_1 3, o21ai_0 3, buf_4 2
dfxtp_1 2, nand4_1 2, nor2_1 2, o211ai_1 2
o21a_1 2, or3_1 2
==> cell type report <==
cell class	count	area (um^2)	area share, %
inverter	4	15.0	2.31
timing repair buffer	21	208	31.9
multi-input combinational	44	308	47.3
clock buffer	3	22.5	3.46
tap	46	57.6	8.85
sequential	2	40.0	6.15
==> per-stage QoR <==
stage                     total power, uW  util, %  area, um^2  hold WS [ns]
after floorplan                       201        -         378         0.491
after global placement                294     18.4         628         0.555
after detailed placement              299     18.4         628         0.581
after CTS                             379     19.0         651         0.591
after global routing                  413     19.0         651         0.616
final                                 374     19.0         651         0.583
==> layer usage <==
metal,vias to the layer above,global-route usage (%),wire [um]
met4,0,0.880,0
met5,-,0,0
met3,0,2.27,146
li1,243,-,-
met1,200,5.17,609
met2,13,5.14,533
==> path summary, 6_finish.rpt <==
kind	endpoint	slack, ns	cells after the start
setup / recovery	ECSU_state[1]	0.26	7
hold / removal	ECSU_state[0]	0.58	2
setup reg to reg	ECSU_state[1]	0.95	7
hold reg to reg	ECSU_state[0]	0.58	2
==> logic make-up (layout without fill, tap and decap cells) <==
group                      after synthesis  after routing  synth area share [%]
buffers and inverters                    6             28                  8.02
adders and majority gates                3              3                  10.0
other                                    1              2                  1.00
DFF                                      2              2                  10.7
AOI/OAI and AO/OA                       22             22                  44.8
and+or+nand+nor                         17             17                  25.4
==> power by group through the flow <==
stage,Combinational (uW),Sequential [uW],Clock (uW)
global route,256,73.6,83.9
CTS,229,71.5,78.3
finish,230,72.0,71.9
Power and IR drop assume default switching activity.
