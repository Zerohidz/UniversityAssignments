File: /design/flow/design.v
`timescale 1ns/10ps
module full_adder(
    input A, B, Cin,
    output S, Cout
);
    wire S1, Cout1, Cout2;
    half_adder h_adder_1(A, B, S1, Cout1);
    half_adder h_adder_2(S1, Cin, S, Cout2);
    or(Cout, Cout1, Cout2);
endmodule
`timescale 1ns/10ps
module half_adder(
    input A, B,
    output S, C
);
assign S = A ^ B;
assign C = A & B;
endmodule
`timescale 1ns/10ps
module multiplier (
    input [2:0] A, B,
    output [5:0] P
);
    and(P[0], A[0], B[0]);
    wire a1, a2, a3, a4, a5;
    and(a1, A[1], B[0]);
    and(a2, A[2], B[0]);
    and(a3, A[0], B[1]);
    and(a4, A[1], B[1]);
    and(a5, A[2], B[1]);
    wire c1, c2;
    wire s1;
    half_adder h_adder_1(a3, a1, P[1], c1);
    half_adder h_adder_2(a4, a2, s1, c2);
    wire a6, a7, a8;
    and(a6, A[0], B[2]);
    and(a7, A[1], B[2]);
    and(a8, A[2], B[2]);
    wire c3, c4;
    wire s2;
    full_adder f_adder_1(a6, s1, c1, P[2], c3);
    full_adder f_adder_2(a7, a5, c2, s2, c4);
    wire c5;
    half_adder h_adder_3(s2, c3, P[3], c5);
    full_adder f_adder_3(a8, c4, c5, P[4], P[5]);
endmodule
File: /design/flow/run.sh
#!/bin/bash
# OpenROAD 26Q1-2900-gdf79404cd8, Yosys 0.63+post, stock flow scripts
make -C /OpenROAD-flow-scripts/flow DESIGN_CONFIG=/design/flow/config.mk WORK_HOME=/design/flow/orfs finish
File: /design/flow/config.mk
export PLATFORM = sky130hd
export DESIGN_NAME = multiplier
export DESIGN_NICKNAME = multiplier
export VERILOG_FILES = /design/flow/design.v
export SDC_FILE = /design/flow/constraint.sdc
export NUM_CORES = 4
export LEC_CHECK = 1
export CORE_AREA = 10 10 70 70
export DIE_AREA = 0 0 80 80
File: /design/flow/constraint.sdc
current_design multiplier

set clk_period 1.8
set clk_io_pct 0.2

create_clock -name clk0 -period $clk_period

set non_clock_inputs [all_inputs -no_clocks]
set_input_delay [expr $clk_period * $clk_io_pct] -clock clk0 $non_clock_inputs
set_output_delay [expr $clk_period * $clk_io_pct] -clock clk0 [all_outputs]
==> notes.md <==
Physical implementation.

- The share of cells above drive strength 1 is 67.9%.
- The number of OpenROAD warnings is 35.
- The initial cell density of the core is under 10%.
- The slack of the critical path is -0.529 ns.
- The number of buffers and inverters on the critical path is 2.
- The highest metal layer carrying signal wires in the routed design is met2.
- Per the final timing report, the hold violations number 0.
- The repair_antennas step left the layout with diodes totalling 0.
- The average cell area after synthesis is about 9.6 sq um.
- Buffers inserted to repair hold after CTS numbered 0.
- In this run the maximum-capacitance check reported violations numbering 0.
- On the worst path, the slowest cell contributes a delay of 0.49 ns.
- The number of vias per cell after detailed routing is 2.05.
- The achievable frequency is around 0.43 GHz.
- The detailed router placed between 150 and 200 vias in this run.
- The area of the mapped netlist is 191 sq um.
- Setup repair after global routing could not meet its margin everywhere.
- The final antenna-violating net count is 0.
- The critical path goes through buf_6, and2_4, ha_4, fa_1, ha_2, fa_1, buf_2.
- Relative to the synthesized area, the layout overhead comes to 86.3%.
- For reference, the final report shows the max-slew violation count at 0.
- The share of the Yosys chip area taken by registers is 0%.
- The number of warnings issued by yosys is 0.
- The count of sequential standard cells is 0.
- The routed wire length on met2 is approximately 410 microns.
- In this design, the largest share of critical-path delay is due to adder cells.
- The post-route report lists met1 wire length as roughly 160 microns.
- The total number of placement rows is 21.
- The detailed-routing iteration count for the pre-antenna-repair pass is 1.
- For the finished layout, the period the worst path requires is between 2 and 2.5 ns.
- The die area is roughly 6400 sq um.
- Counting the fill cells in the layout gives 401.
- The post-layout utilization of the core is approximately a tenth.
- Among the stages of the critical path, the cell type that occurs most often is sky130_fd_sc_hd__fa_1.
- Summed over all nets, the half-perimeter wirelength after detailed placement is 538 microns.
- The pin closest to its max-slew limit shows a slew of 0.108 ns.
- The starting DRC count in detailed routing is 0.
- The worst-case max-slew headroom was logged as a little over 90%.
- The placement summary gives the final routability congestion estimate as between 0.7 and 0.8.
- The count of distinct cell types in the synthesized netlist is 4.
- Wire segments on met3 add up to 0 microns in the final route.
- The final reports fail on negative setup slack.
- The post-layout period usage of the worst path is 129%.
- The required time of the critical path is around 1.4 ns.
- In the final routed layout, each cell accounts on average for about 7.6 microns.
- The classification of the worst setup path is input pin to output pin.
- The run finished, with violations left.
- The endpoint kind of the worst setup timing path is an output pin.
- The area recorded from the Yosys report for this design is around 190 sq um.
- The core region is approximately 3400 sq um.
- The top cell types in the final layout, fill and taps aside, are sky130_fd_sc_hd__and2_1, sky130_fd_sc_hd__buf_2, sky130_fd_sc_hd__buf_6.
- The total global-route track usage is 1.62%.
- The signal arrival time at the worst endpoint is 1.97 ns.
- The global-route wire length before repair is 834 microns.
- The residual DRC count is 0.
- The count of instantiated cells in the yosys netlist is 20.
- The classification of the worst-slack hold path is input pin to output pin.
- The number of antenna violations at the first check in global routing is 0.
- In this run the worst path has a maximum fanout of 2.
- Registers take 0 sq um.
- The number of I/O port buffers is 12.
- The timing report shows that the slowest cell on the worst path is sky130_fd_sc_hd__fa_1.
- The layout has 0 clock buffers.
- The worst-case vdd ir drop is between 0.000015 and 0.00002 V.
- Power spread over the standard cell area amounts to 187 nW/um^2.
- In the final timing run, aggregate negative setup slack is -1.18 ns.
- The total I/O pin count is 12.
- The via count of the first global-routing pass came to 175.
- STA classifies the critical path startpoint as an input pin.
- The maximum number of pins on one net before global-route repair is 4.
- The total setup violations reported at the end of the flow is 4.
- The remaining global-route overflow is 0.
- The die outline width is about 80 microns.
- The footprint of the multi-input gates is roughly 190 sq um.
- Synthesis produced a netlist whose cell count is 20.
- The leakage power in the latest report is about 0.15 nW.
- The overall die height is about 80 microns.
- The wire length recorded after detailed routing is ~570 microns.
## metrics by stage
| step | std cells | area (sq um) | total power [mW] | hold WS, ns | worst slack, ns |
|---|---|---|---|---|---|
| 6_report | 74 | 357 | 0.0668 | 1.18 | -0.529 |
| 5_1_grt | 74 | 357 | 0.0747 | 1.22 | -0.579 |
| 3_3_place_gp | 73 | 354 | 0.0775 | 1.74 | -1.33 |
| 2_1_floorplan | 20 | 214 | 0.0419 | 0.792 | -0.402 |
| 3_5_place_dp | 73 | 354 | 0.0786 | 1.75 | -1.34 |
| 4_1_cts | 74 | 357 | 0.0699 | 1.19 | -0.567 |
## metal layers
layer | vias up | global-route usage [%]
met1 | 77 | 1.20
met5 | - | 0
met3 | 0 | 0
li1 | 74 | -
met4 | 0 | 0
met2 | 1 | 4.17
## worst paths after layout
kind / slack [ns] / depth (start not counted) / startpoint / to
worst max-delay path: -0.53 / 7 / A[1] / P[4]
worst min-delay path: 1.18 / 4 / A[2] / P[4]
## logic make-up after synthesis
| kind of cell | synth area share, % |
|---|---|
| adders and majority gates | 51.0 |
| buffers and inverters | 19.6 |
| and+or+nand+nor | 29.4 |
## synthesized netlist by cell type (all sizes together)
cell  n  area, sq um
fa    3         60.1
ha    3         37.5
and2  9         56.3
buf   5         37.5
## where the power goes
part	total [mW]	internal [mW]	switching (mW)
registers	0	0	0
clock network	0	0	0
logic	0.0668	0.0431	0.0237
total	0.0668	0.0431	0.0237
## area by class of cell
| cell class | count | share of cell area (%) |
|---|---|---|
| multi-input cells | 15 | 54.4 |
| repair buffers | 13 | 29.5 |
| well taps | 46 | 16.1 |
## repair_timing
| action | in CTS | in global routing |
|---|---|---|
| setup endpoints to repair | 6 | 4 |
| setup buffers | 1 | 0 |
| pin swaps | 8 | 3 |
| resized | 42 | 3 |
| endpoints found under the hold margin | 0 | 0 |
Power is estimated from default activity; no workload was simulated.
