===== ./constraint.sdc =====
current_design machine_jk

set clk_period 1.0
set clk_io_pct 0.2

create_clock -name clk0 -period $clk_period [get_ports {CLK}]

set non_clock_inputs [all_inputs -no_clocks]
set_input_delay [expr $clk_period * $clk_io_pct] -clock clk0 $non_clock_inputs
set_output_delay [expr $clk_period * $clk_io_pct] -clock clk0 [all_outputs]

===== ./run.sh =====
#!/bin/bash
# OpenROAD 26Q1-2900-gdf79404cd8, Yosys 0.63+post, stock flow scripts
make -C /OpenROAD-flow-scripts/flow DESIGN_CONFIG=/design/flow/config.mk WORK_HOME=/design/flow/orfs finish

===== ./design.v =====
module jkff (
    input J,       
    input K,       
    input CLK,     
    input RESET,   
    output reg Q   
);
    always@ (posedge CLK or posedge RESET) begin
        if (RESET)
            Q <= 1'b0;
        else begin
            if (J && K)
                Q <= ~Q;
            else if (K)
                Q <= 1'b0;
            else if (J)
                Q <= 1'b1;
        end
    end
endmodule
module machine_jk(
    input wire x,
    input wire CLK,
    input wire RESET,
    output wire F,
    output wire [2:0] S
);
    wire x_not, A_not, C_not;
    not(x_not, x);
    not(A_not, S[2]);
    not(C_not, S[0]);
    wire Ja;
    and(Ja, x_not, S[1]);
    wire Jb, Kb;
    not(Jb, x);
    and(Kb, A_not, x_not);
    jkff A_ff(.J(Ja), .K(0), .CLK(CLK), .RESET(RESET), .Q(S[2]));
    jkff B_ff(.J(Jb), .K(Kb), .CLK(CLK), .RESET(RESET), .Q(S[1]));
    jkff C_ff(.J(x), .K(x), .CLK(CLK), .RESET(RESET), .Q(S[0]));
    and(F, S[2], S[1], C_not);
    endmodule

===== ./config.mk =====
export PLATFORM = sky130hd
export DESIGN_NAME = machine_jk
export DESIGN_NICKNAME = machine_jk
export VERILOG_FILES = /design/flow/design.v
export SDC_FILE = /design/flow/constraint.sdc
export NUM_CORES = 4
export LEC_CHECK = 1
export CORE_AREA = 10 10 70 70
export DIE_AREA = 0 0 80 80

==> qor.log <==
INFO  outcome        status=complete, but fails checks
INFO  outcome        failed_checks=setup timing
INFO  sta            fin_worst_hold_slack=0.134ns
INFO  worst_setup_path worst_path_max_delay_cell=sky130_fd_sc_hd__dfrtp_1
INFO  place          pre_cts_ws=-0.317ns
INFO  route          drtAntennaViolNets=0
INFO  sta            slew_headroom=87.8%
INFO  die            num_rows=21
INFO  layout         core_utilization_of_the_finished_layout=10.1%
INFO  global_route   antenna_found_initial=0
INFO  pwr            net-switching-power=140µW
INFO  worst_setup_path path_max_fanout=2
INFO  die            initial_utilization=4.14%
INFO  sta            worst-slew-pin-transition=0.183ns
INFO  route          metal_1_wl=171µm
INFO  pwr            internal_power=491µW
INFO  layout         layout-drive-gt1-share=60.7%
INFO  die            core_outline_area=3420µm²
INFO  pwr            powerDensity=1820nW/µm²
INFO  logic_synthesis synth.lib_cells_used.distinct=7
INFO  logic_synthesis ys_seq_share=53.1%
INFO  hold_path      worst_min_delay_path_class=input port to async pin
INFO  logic_synthesis ys_seq_elements=3
INFO  pwr            power_share_of_the_combinational_group=41.9%
INFO  logic_synthesis synth.yosys.num_cells=13
INFO  route          detail_route.drc_violations=0
INFO  die            top_level_ports=7
INFO  route          route.top_layer_used=met4
INFO  logic_synthesis synthDominantAreaCellType=sky130_fd_sc_hd__dfrtp_1
INFO  global_route   globalRouteTotalUtil=1.60%
INFO  logic_synthesis netlist_area=141µm²
INFO  cts            cts_made_buffers=3
INFO  route          met2_length=171µm
INFO  sta            fin_setup_tns=-0.376ns
INFO  worst_setup_path critical_path_required=0.80ns
INFO  sta            time_the_worst_path_needs_with_i_o_delays_and_setup=1.19ns
INFO  global_route   grt_pass1_vias=164
INFO  layout         layoutNonFillerInstCount=74
INFO  cts            cts_root_buffer=sky130_fd_sc_hd__clkbuf_4
INFO  cts            worst_setup_hold_path_clk_slew=0.04ns
INFO  global_route   pin_count_of_the_biggest_net_entering_global_routing=5
INFO  die            die_x=80µm
INFO  sta            fin_worst_skew=0.0000894ns
INFO  layout         syn2layout_area_growth=145%
INFO  worst_setup_path r2r_start=C_ff.Q$_DFFE_PP0P_
INFO  cts            clock_sink_count=3
INFO  cts            cts_max_path_buffers=2
INFO  layout         stdcell_area=347µm²
INFO  die            die_height=80µm
INFO  logic_synthesis yosys_warnings=2
INFO  flow_run       max_capacitance_violation_count=0
INFO  route          detail_route.wirelength=422µm
INFO  place          post_dp_cell_area=267µm²
INFO  worst_setup_path criticalPathCategory=register to output port
INFO  place          port-buffer-count=6
INFO  cts            cts_tree=done
INFO  route          vias_per_cell=1.81
INFO  worst_setup_path worst_ep_arrival_time=0.99ns
INFO  logic_synthesis postSynthCellCount=13
INFO  pwr            total_power=631µW
INFO  worst_setup_path cp_slowest_stage_delay=0.38ns
INFO  route          drtPass1Iterations=2
INFO  pwr            power.share.sequential=24.8%
INFO  logic_synthesis synth_top_area_share=53.1%
INFO  pwr            ir_worst_vdd=0.306mV
INFO  worst_setup_path start_kind=register
INFO  worst_setup_path critPathLaunch=C_ff.Q$_DFFE_PP0P_
INFO  sta            final_number_of_setup_violating_endpoints=5
INFO  sta            timing.final.hold_violations=0
INFO  sta            layout_setup_ws=-0.188ns
INFO  sta            final.period_utilization=119%
INFO  worst_setup_path rrSetupSlack=-0.01ns
INFO  route          wl_per_cell=5.70µm
INFO  logic_synthesis avgSynthCellArea=10.9µm²
INFO  global_route   wire_length_of_the_first_global_routing_pass=745µm
INFO  cts            cts_hold_bufs=0
INFO  place          gp_congestion=0.656
INFO  pwr            power_leakage=0.152nW
INFO  sta            grt_setup_unrepaired=true
INFO  sta            achievable-frequency=842MHz
INFO  route          detail_route.iter0.violations=1
INFO  route          num_vias=134
INFO  worst_setup_path chain_of_cells_forming_the_critical_path=buf_6, nor3b_2, buf_2
INFO  flow_run       log.warning_count=27
INFO  logic_synthesis synth.area.top_cells=sky130_fd_sc_hd__dfrtp_1 53%, sky130_fd_sc_hd__buf_4 16%, sky130_fd_sc_hd__nor3b_1 11%
INFO  route          met3_length=73µm
INFO  pwr            clockPowerShare=33.3%
INFO  sta            maxSlewViolCount=0
INFO  die            die_area=6400µm²
INFO  global_route   grt_overflow_total=0
INFO  cts            clock_insertion_delay_worst_skew=0.23ns
INFO  cts            number_of_h_tree_branching_levels=1
INFO  place          placed_cells=66
INFO  logic_synthesis synth_chip_area=141µm²
INFO  worst_setup_path timing.critical_path.to_type=output port
INFO  pwr            switching_share=22.2%
INFO  route          antennaDiodeCount=0
-- worst max-delay path: cells and delay by family, from the launching register on --
family / cells / cell delay (ns)
buffers and inverters: 2 / 0.24
flip-flops: 1 / 0.38
AND/OR/NAND/NOR: 1 / 0.15
-- cells in the final DEF, fill, tap and decap left out, drive strengths merged --
cell type      count
clkbuf             4
buf               12
dfrtp              3
inv                2
o21bai             1
a21oi              1
xor2               1
clkdlybuf4s50      2
nor3b              2
-- routing by layer --
metal / vias to the layer above / track usage, %
met5: - / 0
met4: 0 / 0.880
met3: 2 / 1.82
met2: 5 / 1.85
met1: 59 / 1.66
li1: 68 / -
-- area by class of cell --
class	instances	area (µm²)
Timing Repair Buffer	14	134
Inverter	2	7.51
Multi-Input combinational cell	5	46.3
Fill cell	404	3070
Tap cell	46	57.6
Sequential cell	3	75.1
Clock buffer	4	26.3
-- synthesized netlist by cell type (all sizes together) --
master  instances
buf             3
dfrtp           3
inv             2
nor3b           2
a21oi           1
o21bai          1
xor2            1
-- state kept, by name, summed over array words and instances, names as in the netlist --
signal  flops
C_ff.Q      1
A_ff.Q      1
B_ff.Q      1
-- logic make-up after synthesis --
group	count (synthesis)	share of synthesized area, %
buf+inv	5	21.2
simple gates	2	10.6
compound gates	2	8.85
xor+xnor	1	6.20
flops	3	53.1
-- power by group through the flow --
stage / sequential [mW] / clock (mW) / combinational (mW)
CTS: 0.156 / 0.223 / 0.245
finish: 0.157 / 0.211 / 0.264
global route: 0.158 / 0.249 / 0.296
-- final timing paths --
| check | to | depth (start not counted) |
|---|---|---|
| setup / recovery | F | 3 |
| max in group asynchronous | B_ff.Q$_DFFE_PP0P_ | 2 |
| setup reg to reg | C_ff.Q$_DFFE_PP0P_ | 4 |
| hold reg to reg | A_ff.Q$_DFFE_PP0P_ | 3 |
| min in group clk0 | C_ff.Q$_DFFE_PP0P_ | 2 |
| hold / removal | C_ff.Q$_DFFE_PP0P_ | 2 |
-- timing repair --
action,4_1_cts,5_1_grt
endpoints found under the setup margin,4,6
setup buffers,4,1
pin swaps,1,1
resized,19,3
No activity file was given, so power comes from the tool's default toggle rates.
